===== ./run.sh =====
#!/bin/bash
# OpenROAD 26Q1-2900-gdf79404cd8, Yosys 0.63+post, stock flow scripts
make -C /OpenROAD-flow-scripts/flow DESIGN_CONFIG=/design/flow/config.mk WORK_HOME=/design/flow/orfs finish

===== ./config.mk =====
export PLATFORM = sky130hd
export DESIGN_NAME = decy_master
export DESIGN_NICKNAME = decy_master
export VERILOG_FILES = /design/flow/design.v
export SDC_FILE = /design/flow/constraint.sdc
export NUM_CORES = 4
export LEC_CHECK = 1
export CORE_UTILIZATION = 30

===== ./constraint.sdc =====
current_design decy_master

set clk_period 2.9
set clk_io_pct 0.2

create_clock -name clk0 -period $clk_period [get_ports {clk}]

set non_clock_inputs [all_inputs -no_clocks]
set_input_delay [expr $clk_period * $clk_io_pct] -clock clk0 $non_clock_inputs
set_output_delay [expr $clk_period * $clk_io_pct] -clock clk0 [all_outputs]

===== ./design.v =====
module decy_master(o,i,clk,rst);
output [23:0]o;
input [23:0]i;
input clk, rst;
decy_red e1({o[7:0]},{i[7:0]},clk,rst);
decy_green e2({o[15:8]}, {i[15:8]}, clk, rst);
decy_blue e3({o[23:16]}, {i[23:16]}, clk, rst);
endmodule
module decy_red(o,i,clk,rst);
output [7:0]o;
input clk,rst;
input [7:0]i;
wire [7:0]e;
wire [15:0]w;
xor_gt x1(w[0], w[1], w[2], w[3], i[0], i[1], i[2], i[3], e[0], e[1], e[2], e[3]);
xor_gt x2(w[4], w[5], w[6], w[7], i[4], i[5], i[6], i[7], e[4], e[5], e[6], e[7]);
pphcg s1(w[8], w[9], w[10], w[11], w[0], w[1], w[2], w[3]);
pphcg s2(w[12], w[13], w[14], w[15], w[4], w[5], w[6], w[7]);
feynman_gt f1(o[3], o[4], w[11], w[12]);
peres p1(o[0], o[1], o[2], w[8], w[9], w[10]);
peres p2(o[5], o[6], o[7], w[13], w[14], w[15]);
lfsr_e1 e1(clk, rst, e);
endmodule
module decy_blue(o,i,clk,rst);
output [7:0]o;
input clk,rst;
input [7:0]i;
wire [7:0]e;
wire [15:0]w;
xor_gt x1(w[0], w[1], w[2], w[3], i[0], i[1], i[2], i[3], e[0], e[1], e[2], e[3]);
xor_gt x2(w[4], w[5], w[6], w[7], i[4], i[5], i[6], i[7], e[4], e[5], e[6], e[7]);
pphcg s1(w[8], w[9], w[10], w[11], w[0], w[1], w[2], w[3]);
pphcg s2(w[12], w[13], w[14], w[15], w[4], w[5], w[6], w[7]);
feynman_gt f1(o[3], o[4], w[11], w[12]);
peres p1(o[0], o[1], o[2], w[8], w[9], w[10]);
peres p2(o[5], o[6], o[7], w[13], w[14], w[15]);
lfsr_e3 e3(clk, rst, e);
endmodule
module decy_green(o,i,clk,rst);
output [7:0]o;
input clk,rst;
input [7:0]i;
wire [7:0]e;
wire [15:0]w;
xor_gt x1(w[0], w[1], w[2], w[3], i[0], i[1], i[2], i[3], e[0], e[1], e[2], e[3]);
xor_gt x2(w[4], w[5], w[6], w[7], i[4], i[5], i[6], i[7], e[4], e[5], e[6], e[7]);
pphcg s1(w[8], w[9], w[10], w[11], w[0], w[1], w[2], w[3]);
pphcg s2(w[12], w[13], w[14], w[15], w[4], w[5], w[6], w[7]);
feynman_gt f1(o[3], o[4], w[11], w[12]);
peres p1(o[0], o[1], o[2], w[8], w[9], w[10]);
peres p2(o[5], o[6], o[7], w[13], w[14], w[15]);
lfsr_e2 e2(clk, rst, e);
endmodule
module lfsr_e1 (
    input wire clk,
    input wire rst,         
    output reg [7:0] lfsr
);
wire feedback;
assign feedback = lfsr[7] ^ lfsr[5] ^ lfsr[4] ^ lfsr[3];
always @(posedge clk) begin
    if (rst)
        lfsr <= 8'b00000001;   
    else
        lfsr <= {lfsr[6:0], feedback};
end
endmodule
module lfsr_e2 (
    input wire clk,
    input wire rst,          
    output reg [7:0] lfsr
);
wire feedback;
assign feedback = lfsr[7] ^ lfsr[5] ^ lfsr[4] ^ lfsr[3] ^ lfsr[2] ^ lfsr[1];
always @(posedge clk) begin
    if (rst)
        lfsr <= 8'b00000001;   
    else
        lfsr <= {lfsr[6:0], feedback};
end
endmodule
module lfsr_e3 (
    input wire clk,
    input wire rst,          
    output reg [7:0] lfsr
);
wire feedback;
assign feedback = lfsr[7] ^ lfsr[5] ^ lfsr[4] ^ lfsr[1];
always @(posedge clk) begin
    if (rst)
        lfsr <= 8'b00000001;   
    else
        lfsr <= {lfsr[6:0], feedback};
end
endmodule
 module xor_gt(p, q, r, s, f1, f2, f3, fy, k1, k2, k3, k4);
    input f1, f2, f3, fy, k1, k2, k3, k4;
    output p, q, r, s;
    assign p = f1 ^ k1;
    assign q = f2 ^ k2;
    assign r = f3 ^ k3;
    assign s = fy ^ k4;
endmodule
module feynman_gt(p, q, a, b);
    input a, b;
    output p, q;
    assign p = a;
    assign q = a ^ b;
endmodule
module pphcg(a,b,c,d,w,x,y,z);
output a,b,c,d;
input w,x,y,z;
assign a=x^y^z;
assign b=w^x^y;
assign c=w^x^z;
assign d=w^y^z;
endmodule
module peres(a,b,c,x,y,z);
output a,b,c;
input x,y,z;
assign a=x;
assign b=x^y;
assign c=x&y^z;
endmodule

==> reports/qor.yml <==
timing.critical_path.slowest_stage_cell: "sky130_fd_sc_hd__clkdlybuf4s50_1"
most_instantiated_flip_flop_cell_in_the_synthesis_netlist: "sky130_fd_sc_hd__dfxtp_1"
layout.area.comb_mm2: 0.00120
numSynthFlops: 24
clock_latency_ns: 0.26
cts_h_tree_depth: 1
synth-cells-yosys: 155
critPathMaxFanout: 2
crit_path_max_incr_delay_ns: 0.39
detail_route.wl_per_cell_um: 9.57
finalWorstPathRequiredPeriod_ns: 2.86
drt_first_pass_iters: 3
critical_path.cell_chain: "buf_2, xnor2_2, buf_4, xnor2_4, xnor2_2, buf_4, buf_4, buf_4, buf_4, buf_4, clkdlybuf4s50_1"
post-route-cell-area_mm2: 0.00264
core_region_area_mm2: 0.00524
crit_path_start_kind: "input port"
chipArea_mm2: 0.00591
most_common_cell: "sky130_fd_sc_hd__xnor2_1"
synth_warnings: 3
seq_area_frac_synth: 0.286
timing.setup.critical_path_class: "input port to output pin"
detailedRoute.firstIterationViolations: 33
grt_overflow: 0
fp.dieW_um: 76.9
max_cap_viol_count: 0
synth_cells: 155
max_freq_ghz: 0.350
worst_setup_hold_path_clk_slew_ns: 0.08
min_path_type: "register to register"
drt-vias-per-instance: 3.94
cp-startpoint: "i[11]"
grt_pass1_wl_um: 4910
netlist.top_cell.by_area: "sky130_fd_sc_hd__dfxtp_1"
holdPathStages: 1
hold_path.startpoint: "e3.e3.lfsr[0]"
hpwlAfterDp_um: 1920
routabilityCongestion: 0.737
die_height_um: 76.9
setup-violations-final: 0
grt_pass1_vias: 1174
worst-r2r-setup-slack_ns: 1.82
finalClockSkew_ns: 0.00169
tns_ns: 0
synth.cell_area_mm2: 0.00168
pwr_density_cell_mw_per_mm2: 512
grt_start_max_net_pins: 25
ys_area_mm2: 0.00168
hold_end: "e3.e3.lfsr[1]"
synthArstFlopShare: 0
fp_util: 0.321
num-fill-cells: 482
warning_count: 26
worst_path_most_repeated_cell: "sky130_fd_sc_hd__buf_4"
ctsHoldBuffers: 0
tightest_slew_ns: 0.805
yosys-top-cells-area: "sky130_fd_sc_hd__dfxtp_1, sky130_fd_sc_hd__xnor2_1, sky130_fd_sc_hd__buf_4, sky130_fd_sc_hd__xor2_1, sky130_fd_sc_hd__nor2b_1"
utilization: 0.504
grt.total_usage: 0.102
critical_path.endpoint_type: "output pin"
antenna_violations_before_repair: 0
peakVddDrop_uv: 230
clock_tree_from_tritoncts: "done"
timing.critical_path.arrival_ns: 2.28
io_buffer_count: 49
final-max-slew-violation-count: 0
clockBufferDepth: 2
numClockSinks: 24
syn2layout_area_growth_pct: 57.1
relSlewSlack: 0.462
grt_setup_unrepaired: "yes"
cts_buffers: 3
reg2reg_depth: 3
run_status: "finished clean"
synth.distinct_cells: 20
drt.antenna.violating_nets: 0
timing.rr.end: "e2.e2.lfsr[0]"
top_area_frac: 0.286
leakagePower_nw: 1.21
design.portCount: 50
row_count: 26
area_after_dpl_mm2: 0.00223
finalWirelength_um: 2840
routed-via-count: 1170
hold_viol_final: 0
final.period_utilization: 0.985
detail_route.antenna_diodes: 0
source_of_the_worst_register_to_register_timing_path: "e2.e2.lfsr[7]"
fraction_of_final_layout_cells_with_drive_strength_greater_than_1: 0.374
average_instance_area_after_synthesis_um2: 10.8
root_buf_cell: "sky130_fd_sc_hd__clkbuf_8"
critical_path_rt_ns: 2.32
edf_count: 0
top_cells_by_count: "sky130_fd_sc_hd__xnor2_1, sky130_fd_sc_hd__buf_4, sky130_fd_sc_hd__dfxtp_1, sky130_fd_sc_hd__nor2b_1, sky130_fd_sc_hd__xor2_1"
detail_route.drc_violations: 0
register_area_um2: 482
==> layout make-up <==
class,count,share of cell area
multi-input combinational,105,0.455
timing repair buffer,94,0.309
sequential,24,0.182
tap,70,0.0332
clock buffer,4,0.0208
==> logic make-up (layout without fill, tap and decap cells) <==
kind of cell | count (synthesis) | after routing | share of synthesized area
buffers and inverters | 26 | 98 | 0.112
AOI/OAI and AO/OA | 2 | 2 | 0.0104
and+or+nand+nor | 28 | 28 | 0.103
DFF | 24 | 24 | 0.286
adders and majority gates | 5 | 5 | 0.0342
muxes | 1 | 1 | 0.00595
xor gates and xnor gates | 69 | 69 | 0.449
==> cells in the final DEF (no fill, tap or decap), types with 2 or more instances in the layout <==
master                             n
sky130_fd_sc_hd__buf_4            45
sky130_fd_sc_hd__clkdlybuf4s50_1  32
sky130_fd_sc_hd__dfxtp_1          23
sky130_fd_sc_hd__xnor2_1          21
sky130_fd_sc_hd__nor2b_1          21
sky130_fd_sc_hd__xnor2_2          18
sky130_fd_sc_hd__xor2_1           13
sky130_fd_sc_hd__dlygate4sd2_1     9
sky130_fd_sc_hd__xor2_2            8
sky130_fd_sc_hd__xnor3_1           5
sky130_fd_sc_hd__clkbuf_8          4
sky130_fd_sc_hd__nand2b_1          3
sky130_fd_sc_hd__ha_2              3
sky130_fd_sc_hd__dlymetal6s2s_1    3
sky130_fd_sc_hd__xnor2_4           2
sky130_fd_sc_hd__maj3_1            2
sky130_fd_sc_hd__nor3_1            2
sky130_fd_sc_hd__clkdlybuf4s15_1   2
==> power breakdown <==
part | internal, mW | leakage [nW] | switching (mW)
sequential | 0.346 | 0.197 | 0.0176
combinational | 0.566 | 0.982 | 0.205
clock | 0.121 | 0.0288 | 0.0979
total | 1.03 | 1.21 | 0.320
==> repair_timing <==
item / CTS / global route
setup endpoints to repair: 9 / 7
resized: 38 / 15
pin swaps: 30 / 15
endpoints found under the hold margin: 0 / 0
setup buffers: 22 / 3
==> worst max-delay path by stage <==
stage	cells after the start	endpoint	slack, ns
after CTS	8	o[18]	0.003
after global routing	11	o[8]	-0.01
final	11	o[8]	0.04
==> metrics by stage <==
step	total power, mW	worst slack [ns]	cells	hold slack (ns)
after floorplan	0.811	0.512	155	0.458
after global placement	1.01	-0.331	269	0.468
after detailed placement	1.01	-0.371	269	0.469
after CTS	1.34	0.00280	295	0.498
after global routing	1.45	-0.0108	297	0.519
final	1.35	0.0435	297	0.500
==> layer usage <==
metal  wire, um  vias to the layer above  global-route usage
met5          0                        -                   0
met4         25                        0              0.0115
met3        157                        4              0.0157
met2       1280                       32               0.159
met1       1380                      530               0.157
li1           -                      604                   -
==> state kept, by name, indices dropped and copies added, names as in the netlist <==
signal / count
e1.e1.lfsr: 8
e2.e2.lfsr: 8
e3.e3.lfsr: 8
==> critical path, delay by kind of cell <==
| kind | cells | cell delay (ns) |
|---|---|---|
| xor+xnor | 3 | 0.42 |
| buf+inv | 8 | 1.28 |
Power figures rest on the tool's default switching activity, not on a simulated workload.
